<file path="/design/flow/constraint.sdc">
current_design trim_gen

set clk_period 4.3
set clk_io_pct 0.2

create_clock -name clk0 -period $clk_period [get_ports {CLOCK_50}]

set non_clock_inputs [all_inputs -no_clocks]
set_input_delay [expr $clk_period * $clk_io_pct] -clock clk0 $non_clock_inputs
set_output_delay [expr $clk_period * $clk_io_pct] -clock clk0 [all_outputs]
</file>
<file path="/design/flow/run.sh">
#!/bin/bash
# OpenROAD 26Q1-2900-gdf79404cd8, Yosys 0.63+post, stock flow scripts
make -C /OpenROAD-flow-scripts/flow DESIGN_CONFIG=/design/flow/config.mk WORK_HOME=/design/flow/orfs finish
</file>
<file path="/design/flow/design.v">
module bcd2disp (bcd_in, disp_out);
    input [3:0] bcd_in;
    output reg [6:0] disp_out;
    always @(*) begin
        case (bcd_in)
           4'd0 : disp_out = 7'b1000000;
           4'd1 : disp_out = 7'b1111001;
           4'd2 : disp_out = 7'b0100100;
           4'd3 : disp_out = 7'b0110000;
           4'd4 : disp_out = 7'b0011001;
           4'd5 : disp_out = 7'b0010010;
           4'd6 : disp_out = 7'b0000010;
           4'd7 : disp_out = 7'b1111000;
           4'd8 : disp_out = 7'b0000000;
           4'd9 : disp_out = 7'b0010000;
           default: disp_out =  7'b1000000;
        endcase
    end
endmodule
module bin2bcd(bin, bcd);
    input [11:0] bin;
    output [15:0] bcd;
    reg [15 : 0] bcd; 
    reg [3:0] i;   
     always @(bin)
        begin
            bcd = 15'd0;  
            for (i = 4'd0; i < 4'd12; i = i + 4'd1)  
            begin
                bcd = {bcd[14:0],bin[11-i]};  
                if(i < 4'd11 && bcd[3:0] > 4'd4) 
                    bcd[3:0] = bcd[3:0] + 4'd3;
                if(i < 4'd11 && bcd[7:4] > 4'd4)
                    bcd[7:4] = bcd[7:4] + 4'd3;
                if(i < 4'd11 && bcd[11:8] > 4'd4)
                    bcd[11:8] = bcd[11:8] + 4'd3; 
					 if(i < 4'd11 && bcd[15:12] > 4'd4)
                    bcd[15:12] = bcd[15:12] + 4'd3; 
            end
        end     
endmodule
module trim_gen (CLOCK_50,START,RST,ENCLK,DOUT,LEDR,HEX0,HEX1,HEX2,HEX3);
    input CLOCK_50, RST, START;
    output reg DOUT;
    output [17:0] LEDR;  
    output ENCLK;  
    output [6:0] HEX0, HEX1, HEX2, HEX3;  
    localparam STATE_IDLE = 2'd0;
    localparam STATE_INITIAL = 2'd1;
    localparam STATE_LOAD = 2'd2;
    localparam STATE_SHIFT = 2'd3;
    localparam MAX_CLK_COUNT = 25'd12500000;
    localparam MAX_T1_COUNT = 4'd13;
    localparam MAX_T2_COUNT = 4'd3;
    wire [15:0] BCD_OUT;
    reg [11:0] TRIMCODE;
    reg [11:0] TRIM_CODE;
    reg [11:0] trimcode_hold;
    reg [1:0] state;
    reg div_clk;
    reg [24:0] clk_count;
    reg [3:0] t1, t2;
    always @(posedge CLOCK_50 or posedge RST) begin
        if (RST) begin 
            clk_count <= 25'd0;
            div_clk <= 1'b0;
        end
        else if (clk_count == MAX_CLK_COUNT) begin
            clk_count <= 25'd0;
            div_clk <= ~div_clk;
        end
        else begin
            clk_count <= clk_count + 25'd1;
        end
    end
    always @(negedge div_clk or posedge RST) begin
        if (RST) begin
            state <= STATE_IDLE;
        end
        else begin
            case (state)
                STATE_IDLE: begin
                    if (START == 1'b1) begin
                        state <= STATE_LOAD;
                    end
                end 
                STATE_INITIAL: begin
                    if (t2 == MAX_T2_COUNT) begin
                        state <= STATE_LOAD;
                    end
                end
                STATE_LOAD: begin
                    state <= STATE_SHIFT;
                end
                STATE_SHIFT: begin
                    if (t1 == MAX_T1_COUNT) begin
                        if (TRIM_CODE == 12'd4095) begin
                            state <= STATE_IDLE;
                        end
                        else begin
                            state <= STATE_INITIAL;
                        end
                    end
                end
            endcase
        end
    end
    always @(posedge div_clk or posedge RST) begin
        if (RST) begin
            t1 <= 4'd0;
        end
        else begin
            if (state == STATE_SHIFT) begin
                t1 <= t1 + 4'd1;
            end
            else begin
                t1 <= 4'd0;
            end
        end
    end
    always @(posedge div_clk or posedge RST) begin
        if (RST) begin
            t2 <= 4'd0;
        end
        else begin
            if (state == STATE_INITIAL) begin
                t2 <= t2 + 4'd1;
            end
            else begin
                t2 <= 4'd0;
            end
        end
    end
    always @(posedge div_clk or posedge RST) begin
        if (RST) begin
            trimcode_hold <= 11'd0;
            TRIMCODE <= 11'd0;
            DOUT <= 1'b0;
        end
        else if (state == STATE_INITIAL) begin
            if (t2 == 4'd1) begin
                trimcode_hold <= trimcode_hold + 11'd1;
                TRIMCODE <= 11'd0;
                DOUT <= 1'b0;
            end
        end
        else if (state == STATE_LOAD) begin
            TRIMCODE <= trimcode_hold;
        end
        else if (state == STATE_SHIFT) begin
            if (t1 <= MAX_T1_COUNT) begin
            TRIMCODE[10] <= TRIMCODE[11];
            TRIMCODE[9] <= TRIMCODE[10];
            TRIMCODE[8] <= TRIMCODE[9];
            TRIMCODE[7] <= TRIMCODE[8];
            TRIMCODE[6] <= TRIMCODE[7];
            TRIMCODE[5] <= TRIMCODE[6];
            TRIMCODE[4] <= TRIMCODE[5];
            TRIMCODE[3] <= TRIMCODE[4];
            TRIMCODE[2] <= TRIMCODE[3];
            TRIMCODE[1] <= TRIMCODE[2];
            TRIMCODE[0] <= TRIMCODE[1];
            DOUT <= TRIMCODE[0];
            end
        end
    end
    always @(posedge ENCLK or posedge RST) begin
        if (RST) begin
            TRIM_CODE <= 11'd0;
        end
        else begin
	        TRIM_CODE[11] <= DOUT;
            TRIM_CODE[10] <= TRIM_CODE[11];
            TRIM_CODE[9] <= TRIM_CODE[10];
            TRIM_CODE[8] <= TRIM_CODE[9];
            TRIM_CODE[7] <= TRIM_CODE[8];
            TRIM_CODE[6] <= TRIM_CODE[7];
            TRIM_CODE[5] <= TRIM_CODE[6];
            TRIM_CODE[4] <= TRIM_CODE[5];
            TRIM_CODE[3] <= TRIM_CODE[4];
            TRIM_CODE[2] <= TRIM_CODE[3];
            TRIM_CODE[1] <= TRIM_CODE[2];
            TRIM_CODE[0] <= TRIM_CODE[1];
        end
    end
    assign ENCLK = ((state == STATE_SHIFT) & (t1 <= MAX_T1_COUNT)) ? div_clk : 1'b0;
    assign LEDR[11:0] = TRIM_CODE;
    assign LEDR[17:12] = 6'd0;
    bin2bcd M1(.bin(trimcode_hold),.bcd(BCD_OUT));
    bcd2disp X0(.bcd_in(BCD_OUT[3:0]),.disp_out(HEX0));
    bcd2disp X1(.bcd_in(BCD_OUT[7:4]),.disp_out(HEX1));
    bcd2disp X2(.bcd_in(BCD_OUT[11:8]),.disp_out(HEX2));
    bcd2disp X3(.bcd_in(BCD_OUT[15:12]),.disp_out(HEX3));
endmodule
</file>
<file path="/design/flow/config.mk">
export PLATFORM = sky130hd
export DESIGN_NAME = trim_gen
export DESIGN_NICKNAME = trim_gen
export VERILOG_FILES = /design/flow/design.v
export SDC_FILE = /design/flow/constraint.sdc
export NUM_CORES = 4
export LEC_CHECK = 1
export CORE_UTILIZATION = 40
</file>
==> impl_metrics.tcl <==
# flow metrics
set metrics [dict create \
    run_status "finished, final reports clean" \
    detail_route.antenna_diodes 0 \
    worstHoldPathType "flop to flop" \
    drt_first_pass_iters 5 \
    horizontal_extent_of_the_die_um 130 \
    warning_count 41 \
    antenna_found_initial 0 \
    yosys_most_used_dff "dfrtp_1" \
    count_of_unclocked_register_or_latch_pins 49 \
    min-delay-start "clk_count[24]" \
    grtUsageTotal_pct 17.8 \
    finalMaxSlewViolations 0 \
    tritoncts "done" \
    rr_startpoint "clk_count[0]" \
    total_leakage_power_nw 2.98 \
    setup.worst_path.end "ENCLK" \
    crit_slowest_cell "clkdlybuf4s50_1" \
    core_region_area_um2 15900 \
    synth_sequential_area_ratio_pct 28.9 \
    share_of_post_route_cells_with_drive_strength_above_1_pct 7.55 \
    dieArea_um2 16800 \
    cts.path.max_buffers 2 \
    power.clock.fraction_pct 42.9 \
    largest_net_degree_at_the_start_of_global_routing 41 \
    syn-instance-count 798 \
    ir_worst_vdd_mv 0.151 \
    design.portCount 51 \
    crit_chain "buf_4, and2_1, clkdlybuf4s50_1" \
    postCtsResizedCells 0 \
    placement.io_buffers 44 \
    worst_setup_path_end_kind "output pin" \
    startpoint_type "flop" \
    weighted_congestion_reported_at_the_end_of_routability_driven_placement 0.906 \
    crit_path_start "div_clk" \
    clock_tree.htree_level_count 1 \
    fmax_mhz 372 \
    reg2reg_slack_ns 2.19 \
    first_pass_grt_wire_length_mm 24.8 \
    synth_warnings 3 \
    route.vias.total 5801 \
    enable_flop_cells 0 \
    min_period_over_period_pct 62.5 \
    post_drt_via_cell_ratio 5.67 \
    rsz0062_at_grt "no" \
    critical_path_class "flop to output pin" \
    untimed_endpoints 90 \
    timing_worst_slew_pin_value_ns 0.941 \
    share_seq_of_total_power_pct 53.6 \
    remaining_drc_errors 0 \
    max-cap-violations 0 \
    hold_depth 1 \
    cts_setup_buffers 0 \
    cp.arrival_ns 1.83 \
    critPathMaxStageDelay_ns 0.53 \
    critical_path.max_fanout 38 \
    timing.critical_path.required_ns 3.44 \
    slew_headroom_pct 37.3 \
    worstPathBufferInverterCount 2 \
    filler_cell_count 1522 \
    ys_cells 798 \
    top_cell_area_share_pct 27.3 \
    final.min_clock_period_ns 2.69 \
    fin_tns_setup_ns 0 \
    vias_in_the_first_global_route 5191 \
    layout.core_utilization_pct 45.0 \
    finalClockSkew_ns 0.00215 \
    power_density_nw_per_um2 63.7 \
    ff2ff_path_depth 9 \
    switching_power_mw 0.0862 \
    initialDrtViolationCount 675 \
    routed_wirelength_mm 14.1 \
    syn_avg_cell_area_um2 8.15 \
    power_frac_comb_pct 3.4 \
    clock_tree.root_cell "clkbuf_16" \
    r2r_end "clk_count[24]" \
    timing.critical_path.depth 3 \
    power.share.switching_pct 18.9 \
    cts_buf_count 3 \
    dp.final_hpwl_mm 10.3 \
    antenna_left 0 \
    async_reset_ff_share_pct 100 \
    syn_to_final_growth_pct 9.88 \
    clock_latency_ns 0.25 \
    post_synth_main_area_contributors "dfrtp_1 27%, ha_1 5.2%, nor2_1 5.0%, nand2_1 4.0%, xnor2_1 4.0%" \
    routed_wire_length_per_instance_um 13.8 \
    internal-power_mw 0.370 \
    yosysChipArea_um2 6510 \
    ys_ff 75 \
    globalRoute.totalOverflow 0 \
    floorplan.die.height_um 130 \
    post-synth-top-area-cell "dfrtp_1" \
    syn-cell-area_um2 6510 \
    cts.clk_slew.worst_paths_ns 0.06 \
    library_cells_used_by_synthesis 93 \
    initial_utilization_pct 41.0 \
    core.rowCount 46 \
    largest_delay_share_family_worst_path "buffers and inverters" \
    cts_hold_buf 0 \
    report.final.hold_viol_count 0 \
    final-setup-viol-count 0 \
]
flip-flops by register name (all words and copies together) (netlist names):
register	cells
t2	4
state	4
trimcode_hold	12
DOUT	1
clk_count	25
t1	4
TRIMCODE	12
TRIM_CODE	12
div_clk	1
area by class of cell:
cell class                 instances  area, um2  share of cell area (%)
tap                              216        270                    3.78
multi-input combinational        640       4260                    59.6
timing repair buffer              57        538                    7.53
inverter                          33        124                    1.73
clock buffer                       3       75.1                    1.05
sequential                        75       1880                    26.3
synthesized netlist by cell type (3+ instances only):
cell type,n
nor2_1,86
dfrtp_1,71
nand2_1,70
a21oi_1,42
o21ai_0,39
clkbuf_1,35
nor3_1,32
nand3_1,31
inv_1,30
xnor2_1,30
ha_1,27
mux2i_1,24
xor2_1,21
nand4_1,15
mux2_2,12
nor4_1,12
a31oi_1,11
and2_1,11
nor2b_1,10
o211ai_1,10
a21o_1,9
and3_1,9
buf_2,8
o221ai_1,8
a211oi_1,7
buf_4,7
o31ai_1,7
nand2b_1,6
a211o_1,5
o21ai_1,5
o22ai_1,5
a21boi_0,4
a22oi_1,4
a221o_1,3
buf_6,3
dfrtn_1,3
nor3b_1,3
o221a_2,3
o32a_1,3
or3_1,3
power by group through the flow:
stage / sequential [mW] / clock (mW) / combinational [mW]
finish: 0.244 / 0.196 / 0.0157
CTS: 0.244 / 0.201 / 0.0171
global route: 0.244 / 0.211 / 0.0192
cell families (layout without fill, tap and decap cells):
family / after synthesis / in the layout / synth area share [%]
AOI/OAI and AO/OA: 204 / 204 / 22.4
DFF: 75 / 75 / 28.9
buffers and inverters: 88 / 93 / 5.98
other: 1 / 6 / 0.0576
adders and majority gates: 30 / 30 / 5.67
muxes: 38 / 38 / 6.33
and+or+nand+nor: 310 / 310 / 23.4
xor gates and xnor gates: 52 / 52 / 7.29
per-stage QoR:
step	cells	hold WS, ns	cell area, um2	setup slack [ns]	power, mW
2_1_floorplan	803	0.443	6530	1.53	0.263
3_3_place_gp	1021	0.463	7070	1.93	0.265
3_5_place_dp	1021	0.466	7070	1.88	0.266
4_1_cts	1024	0.474	7150	1.60	0.463
5_1_grt	1024	0.490	7150	1.48	0.474
6_report	1024	0.483	7150	1.61	0.456
worst min-delay path by stage:
stage	end	slack (ns)
finish	clk_count[24]	0.48
global route	clk_count[24]	0.49
CTS	clk_count[24]	0.47
layer usage:
metal	GRT usage, %	up-vias	share of wire (%)	routed length (um)
met5	0	-	0	0
met4	2.12	0	0.87	123
met3	0.841	10	3.8	531
met2	26.7	143	43	6120
met1	29.9	2729	52	7320
li1	-	2919	-	-
layout by cell type, fill, tap and decap left out, drive strengths merged, types with 7 or more instances in the layout:
cell type,n
buf,13
o21ai,45
a31oi,11
dfrtp,71
xor2,22
nand2,70
nor4,12
a211oi,9
o211ai,10
and2,12
nor3,34
nand4,15
ha,27
a21oi,44
mux2i,25
clkdlybuf4s50,44
and3,10
mux2,12
xnor2,30
inv,31
nand3,31
o31ai,7
o221ai,8
nor2,88
nor2b,10
a21o,10
Power figures rest on the tool's default switching activity, not on a simulated workload.
