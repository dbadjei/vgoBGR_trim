==> design.v <==
`timescale 1ns / 1ps
module BCDConvert(
    input           clk,
    input           en,
    input   [11:0]  bin_d_in,
    output  [15:0]  bcd_d_out,
    output          rdy
    );
    parameter IDLE      = 3'b000;
    parameter SETUP     = 3'b001;
    parameter ADD       = 3'b010;
    parameter SHIFT     = 3'b011;
    parameter DONE      = 3'b100;
    reg [27:0]  bcd_data    = 0;
    reg [2:0]   state       = 0;
    reg         busy        = 0;
    reg [3:0]   sh_counter  = 0;
    reg [1:0]   add_counter = 0;
    reg         result_rdy  = 0;
    always @(posedge clk)
        begin
        if(en)
            begin
                if(~busy)
                    begin
                    bcd_data    <= {16'b0, bin_d_in};
                    state       <= SETUP;
                    end
            end
        case(state)
            IDLE:
                begin
                    result_rdy  <= 0;
                    busy        <= 0;
                end
            SETUP:
                begin
                busy        <= 1;
                state       <= ADD;
                end
            ADD:
                begin
                case(add_counter)
                    0:
                        begin
                        if(bcd_data[15:12] > 4)
                            begin
                                bcd_data[27:12] <= bcd_data[27:12] + 3;
                            end
                            add_counter <= add_counter + 1;
                        end
                    1:
                        begin
                        if(bcd_data[19:16] > 4)
                            begin
                                bcd_data[27:16] <= bcd_data[27:16] + 3;
                            end
                            add_counter <= add_counter + 1;
                        end
                    2:
                        begin
                        if((add_counter == 2) && (bcd_data[23:20] > 4))
                            begin
                                bcd_data[27:20] <= bcd_data[27:20] + 3;
                            end
                            add_counter <= add_counter + 1;
                        end
                    3:
                        begin
                        if((add_counter == 3) && (bcd_data[27:24] > 4))
                            begin
                                bcd_data[27:24] <= bcd_data[27:24] + 3;
                            end
                            add_counter <= 0;
                            state   <= SHIFT;
                        end
                    endcase
                end
            SHIFT:
                begin
                sh_counter  <= sh_counter + 1;
                bcd_data    <= bcd_data << 1;
                if(sh_counter == 11)
                    begin
                    sh_counter  <= 0;
                    state       <= DONE;
                    end
                else
                    begin
                    state   <= ADD;
                    end
                end
            DONE:
                begin
                result_rdy  <= 1;
                state       <= IDLE;
                end
            default:
                begin
                state <= IDLE;
                end
            endcase
        end
    assign bcd_d_out    = bcd_data[27:12];
    assign rdy          = result_rdy;
endmodule
==> run.sh <==
#!/bin/bash
# OpenROAD 26Q1-2900-gdf79404cd8, Yosys 0.63+post, stock flow scripts
make -C /OpenROAD-flow-scripts/flow DESIGN_CONFIG=/design/flow/config.mk WORK_HOME=/design/flow/orfs finish
==> config.mk <==
export PLATFORM = sky130hd
export DESIGN_NAME = BCDConvert
export DESIGN_NICKNAME = BCDConvert
export VERILOG_FILES = /design/flow/design.v
export SDC_FILE = /design/flow/constraint.sdc
export NUM_CORES = 4
export LEC_CHECK = 1
export CORE_UTILIZATION = 50
==> constraint.sdc <==
current_design BCDConvert

set clk_period 4.3
set clk_io_pct 0.2

create_clock -name clk0 -period $clk_period [get_ports {clk}]

set non_clock_inputs [all_inputs -no_clocks]
set_input_delay [expr $clk_period * $clk_io_pct] -clock clk0 $non_clock_inputs
set_output_delay [expr $clk_period * $clk_io_pct] -clock clk0 [all_outputs]
==> reports/results.env <==
TIMING.REG2REG.SETUP_SLACK_NS=1.68
SETUP-VIOLATIONS-FINAL=0
FIN_WS_NS=1.68
SYNTH-AREA-YOSYS_UM2=3180
SETUP_TNS_NS=0
INSERTION_DELAY_NS=0.30
SYNTH_AREA_LEADER_CELL='edfxtp_1'
SHARE_OF_FINAL_LAYOUT_STANDARD_CELLS_STRONGER_THAN_DRIVE_STRENGTH_1=0.0528
GRT_SETUP_UNREPAIRED='no'
CRITICALPATHCATEGORY='reg -> reg'
SEQ_CELL_AREA_UM2=971
CTS_SINKS=39
CTS_TREE='built'
CTS.HOLD.BUFFERS_ADDED=0
MIN-DELAY-PATH-CLASS='reg -> reg'
PLACE_CONGESTION=0.873
FF_TYPE='dfxtp_1'
INITIAL_ANTENNA_VIOLATION_COUNT=0
VIASPERCELL=6.13
CRITPATHMAXFANOUT=13
CHIPHEIGHT_UM=81.8
CLOCK-ROOT-BUFFER='clkbuf_8'
TIGHTESTPINTRANSITION_NS=0.725
WORST_SETUP_HOLD_PATH_CLK_SLEW_NS=0.09
ANTENNADIODECOUNT=0
SYNTH.FF_LATCH_COUNT=39
LEAKAGEPOWER_uW=0.00130
NUMBER_OF_UNIQUE_STANDARD_CELL_TYPES_USED_BY_SYNTHESIS=61
HOLD_VIOL_FINAL=0
STATUS='finished clean'
GRT_FIRST_PASS_WIRELENGTH_UM=13300
DETAILEDPLACE.WORSTSLACK_NS=1.60
GRT_OVERFLOW_TOTAL=0
SYNTHARSTFLOPSHARE=0
FIN_CRIT_NS=2.62
SLEW_HEADROOM=0.516
COUNT_OF_MAXIMUM_CAPACITANCE_VIOLATIONS=0
CTS_HTREE_LEVELS=2
FIN_HOLD_WS_NS=0.472
EDF_COUNT=19
TIMING.CLOCK.SKEW_NS=0.0158
ANT_NETS=0
SYNTH-WARNING-COUNT=1
FLOW.AREA_GROWTH_FROM_SYNTHESIS_PCT=8.25
FINAL_COMMON_CELL='nand2_1'
NETLIST_AREA_UM2=3180
POSTSYNTHCELLCOUNT=408
GRT_MAX_DEGREE=30
SYN_AVG_CELL_AREA_UM2=7.80
PORT-BUFFER-COUNT=30
ROUTED_WL_UM=8200
DRT_PRE_ANTENNA_ITERS=5
POST-ROUTE-UTIL=0.572
GR-USAGE-ALL-LAYERS=0.269
CP-END-KIND='register'
CLOCKBUFFERDEPTH=2
YOSYS.AREA.TOP_TYPE_SHARE=0.179
OPENROAD.WARNINGS=34
NUM_CTS_BUFFERS=5
NFILLCELLS=562
WL_PER_CELL_UM=17.3
FINAL_MIN_PERIOD_OVER_CLOCK_PERIOD=0.610
LAYOUT_TOP_CELLS_EXCL_FILL_TAP='nand2_1, o21ai_0, clkdlybuf4s50_1'
INITIALDRTVIOLATIONCOUNT=227
DRC_ERRORS=0
POWER_DENSITY_nW_PER_UM2=742
YS_SEQ_FRAC=0.305
FP.DIEAREA_UM2=6690
FMAX_ACHIEVED_MHz=381
LOGIC_AREA_UM2=1860
START_KIND='register'
DP.FINAL_HPWL_UM=5450
CORE_UTIL_FLOORPLAN=0.528
YOSYS_CELLS=408
CELLS_RESIZED_BY_POST_CTS_REPAIR=0
POST_CTS_SETUP_BUFFER_COUNT=0
ROUTED-VIA-COUNT=2900
FP.COREAREA_UM2=6030
WORST_IR_DROP_VDD_mV=0.398
NUM_IO_PINS=31
PLACEMENT_ROWS=28
FINAL_MAX_SLEW_VIOL_COUNT=0
CHIPWIDTH_UM=81.8
GRT_PASS1_VIAS=2580
TOP_CELLS_BY_AREA='edfxtp_1, dfxtp_1, nand2_1'
WORSTPATHARRIVAL_NS=2.81
REQUIRED_NS=4.49
## metrics by stage
stage | power [uW] | area, um2 | cells
4_1_cts | 2550 | 3450 | 473
3_3_place_gp | 2170 | 3310 | 465
3_5_place_dp | 2170 | 3310 | 465
6_report | 2560 | 3450 | 473
5_1_grt | 2770 | 3450 | 473
2_1_floorplan | 1850 | 3180 | 408
## kinds of logic (layout without fill, tap and decap cells)
family / after synthesis / after routing / share of synthesized area
simple gates: 145 / 145 / 0.219
buf+inv: 69 / 59 / 0.111
compound gates: 123 / 123 / 0.258
fa+ha+maj: 13 / 13 / 0.0511
flops: 39 / 39 / 0.305
xor+xnor: 12 / 12 / 0.0330
mux: 7 / 7 / 0.0228
## final cells by class
class	count	share of cell area
clock buffer	6	0.0211
sequential	39	0.282
multi-input combinational	300	0.539
tap	75	0.0272
timing repair buffer	33	0.0937
clock inverter	2	0.0174
inverter	18	0.0196
## state kept, by name, indices dropped and copies added, names as in the netlist
| register | cells |
|---|---|
| bcd_data | 28 |
| sh_counter | 4 |
| state | 3 |
| add_counter | 2 |
| busy | 1 |
| result_rdy | 1 |
## final timing paths
path / start / endpoint / cells after the start
max: bcd_data[20] / bcd_data[26] / 8
min reg2reg: bcd_data[0] / bcd_data[0] / 2
max reg2reg: bcd_data[20] / bcd_data[26] / 8
min: bcd_data[0] / bcd_data[0] / 2
## Yosys cell counts, types with 5 or more instances
| cell | count |
|---|---|
| nand3_1 | 24 |
| edfxtp_1 | 19 |
| o211ai_1 | 5 |
| clkbuf_1 | 21 |
| o21ai_0 | 32 |
| dfxtp_1 | 20 |
| o22ai_1 | 5 |
| nor3_1 | 7 |
| mux2i_1 | 5 |
| a21oi_1 | 21 |
| a221oi_1 | 8 |
| a31oi_1 | 8 |
| a22oi_1 | 5 |
| nand2b_1 | 5 |
| xnor2_1 | 9 |
| ha_1 | 13 |
| inv_1 | 17 |
| buf_2 | 7 |
| nor2_1 | 27 |
| nand2_1 | 59 |
| buf_4 | 19 |
## per-layer routing
metal / part of all wire / global-route usage
met1: 0.47 / 0.432
met2: 0.44 / 0.383
met3: 0.076 / 0.0586
met4: 0.016 / 0.0561
met5: 0 / 0
## worst max-delay path, stage by stage, from the launching register on
cell and delay (ns):
dfxtp_1 0.70, inv_1 0.14, ha_1 0.26, and2b_1 0.43, nand2_1 0.10, a32o_1 0.27
a221o_1 0.35, a221oi_2 0.18, a21oi_1 0.09
## power by group
part           switching (uW)  internal (uW)
clock                     143            232
sequential                283            584
combinational             746            569
Power and IR drop assume default switching activity.
